`design.v`:
```
module FIFO_syn #(parameter WIDTH=32, parameter WORDS=64) (
    wclk,
    rclk,
    rst_n,
    winc,
    wdata,
    wfull,
    rinc,
    rdata,
    rempty,
);
input wclk, rclk;
input rst_n;
input winc;
input [WIDTH-1:0] wdata;
output reg wfull;
input rinc;
output reg [WIDTH-1:0] rdata;
output reg rempty;
wire [WIDTH-1:0] rdata_q;
localparam ASIZE = $clog2(WORDS);
reg [ASIZE:0] wptr;
reg [ASIZE:0] rptr;
reg [ASIZE:0] wbin;
reg [ASIZE:0] n_wptr, n_wbin;
reg [ASIZE:0] rbin;
reg [ASIZE:0] n_rptr, n_rbin;
reg [ASIZE-1:0] waddr, raddr;
wire [ASIZE:0] rq2_wptr, wq2_rptr;  
NDFF_BUS_syn #(.WIDTH(ASIZE+1)) sync_w2r (wptr, rq2_wptr, rclk, rst_n);
NDFF_BUS_syn #(.WIDTH(ASIZE+1)) sync_r2w (rptr, wq2_rptr, wclk, rst_n);
always @(*) begin
    n_wbin = wbin + (winc & ~wfull);
    n_wptr = (n_wbin >> 1) ^ n_wbin;  
end
always @(posedge wclk or negedge rst_n) begin
    if (!rst_n) begin
        wbin    <= 0;  
        wptr    <= 0;  
        wfull   <= 0;
    end else begin
        wbin    <= n_wbin;
        wptr    <= n_wptr;
        wfull   <= (n_wptr == {~wq2_rptr[ASIZE:ASIZE-1], wq2_rptr[ASIZE-2:0]});  
    end
end
always @(*) begin
    n_rbin = rbin + (rinc & ~rempty);
    n_rptr = (n_rbin >> 1) ^ n_rbin;  
end
always @(posedge rclk or negedge rst_n) begin
    if (!rst_n) begin
        rbin    <= 0;
        rptr    <= 0;
        rempty  <= 1;
    end else begin
        rbin    <= n_rbin;
        rptr    <= n_rptr;
        rempty  <= (n_rptr == rq2_wptr);  
    end
end
wire wclken;
assign wclken = ~winc | wfull;  
always @(*) begin
    waddr = wbin[ASIZE-1:0];
    raddr = rbin[ASIZE-1:0];
end
reg [WIDTH-1:0] mem [0:WORDS-1];
always @(posedge rclk) begin
    rdata <= mem[raddr];
end
always @(posedge wclk) begin
    if (wclken == 0)
        mem[waddr] <= wdata;
end
endmodule
module NDFF_BUS_syn #(parameter WIDTH = 8) (
    D, Q, clk, rst_n
);
input [WIDTH-1:0] D;
input clk;
input rst_n;  
output [WIDTH-1:0] Q;
genvar ii;
generate 
for (ii = 0; ii < WIDTH; ii = ii + 1) begin
    NDFF_syn u_NDFF_syn (
        .D(D[ii]), 
        .clk(clk), 
        .rst_n(rst_n),
        .Q(Q[ii])
    );
end
endgenerate
endmodule
module NDFF_syn(D, Q, clk, rst_n);
input D;
input clk;
input rst_n;  
output Q;
reg A1,A2;
assign Q = A2;
always @(posedge clk or negedge rst_n) begin
    if(!rst_n) begin
        A1 <= 0;
        A2 <= 0;
    end else begin
        A1 <= D;
        A2 <= A1;  
    end
end
endmodule
```
`constraint.sdc`:
```
current_design FIFO_syn

set clk_period 31.4
set clk_io_pct 0.2

create_clock -name clk0 -period $clk_period [get_ports {rclk}]
create_clock -name clk1 -period $clk_period [get_ports {wclk}]

set non_clock_inputs [all_inputs -no_clocks]
set_input_delay [expr $clk_period * $clk_io_pct] -clock clk0 $non_clock_inputs
set_output_delay [expr $clk_period * $clk_io_pct] -clock clk0 [all_outputs]
```
`config.mk`:
```
export PLATFORM = sky130hd
export DESIGN_NAME = FIFO_syn
export DESIGN_NICKNAME = FIFO_syn
export VERILOG_FILES = /design/flow/design.v
export SDC_FILE = /design/flow/constraint.sdc
export NUM_CORES = 4
export LEC_CHECK = 1
export CORE_UTILIZATION = 50
```
`run.sh`:
```
#!/bin/bash
# OpenROAD 26Q1-2900-gdf79404cd8, Yosys 0.63+post, stock flow scripts
make -C /OpenROAD-flow-scripts/flow DESIGN_CONFIG=/design/flow/config.mk WORK_HOME=/design/flow/orfs finish
```
==> impl_metrics.json <==
{
  "status": "finished, final reports clean",
  "dieArea_um2": 163000,
  "yosys_most_used_dff": "edfxtp_1",
  "max-cap-violations": 0,
  "ys_cells": 3498,
  "crit_type": "input port to register",
  "peakVddDrop_v": 0.000123,
  "overflow": 0,
  "grt_use_total_pct": 29.8,
  "top_cells_by_area": "edfxtp_1 76%, mux4_2 14%, dfrtp_1 1.7%",
  "final_max_slew_viol_count": 0,
  "syn-cell-area_um2": 80700,
  "ys_area_um2": 80700,
  "synth.distinct_cells": 45,
  "cts_sinks": 2136,
  "p_per_area_nw_per_um2": 91.8,
  "start_kind": "input port",
  "final_cell_area_um2": 91800,
  "wire_per_inst_um": 33.9,
  "r2r_setup_slack_ns": 26.04,
  "antenna_left": 0,
  "ys_warn_count": 2,
  "finalClockSkew_ns": 0.0323,
  "die_x_um": 404,
  "yosysSeqAreaShare_pct": 78.8,
  "leakage_nw": 29.0,
  "vias": 37145,
  "end_kind": "register",
  "rows": 147,
  "synth_cells": 3498,
  "rr_startpoint": "rbin[0]",
  "ys_seq_elements": 2136,
  "cts_setup_buffers": 0,
  "dr_wl_met3_um": 42900,
  "grt_antenna_before_repair": 9,
  "netSwitchingPower_mw": 2.74,
  "p_int_mw": 5.69,
  "dp_hpwl_um": 130000,
  "place_ws_ns": 21.84,
  "core_area_um2": 160000,
  "p_seq_share_pct": 40.1,
  "setup_viol_count_final": 0,
  "edf_count": 2048,
  "grt_pass1_vias": 41515,
  "grt_pass1_wl_um": 298000,
  "io_buffer_count": 69,
  "warnings": 28,
  "met2_wirelength_um": 94100,
  "top_area_share_pct": 76.2,
  "rsz0062_at_grt": "no",
  "wl_met1_um": 65000,
  "critPathTopFamily": "simple AND/OR/NAND/NOR gates",
  "finalHoldViolCount": 0,
  "holdCritStartpoint": "rptr[6]",
  "grt_start_max_net_pins": 86,
  "worst-slew-pin-transition_ns": 1.13,
  "slew_headroom_pct": 24.2,
  "worst_slack_ns": 22.57,
  "crit_path_max_incr_delay_ns": 0.59,
  "drc": 0,
  "top_area_cell": "edfxtp_1",
  "p_comb_share_pct": 30.0,
  "async_flop_share_pct": 2.62,
  "place_congestion": 0.992,
  "ios": 71,
  "cts.clk_slew.worst_paths_ns": 0.06,
  "crit_start": "winc",
  "crit_buf_inv": 3,
  "post-route-util_pct": 57.3,
  "tritoncts": "yes",
  "crit_required_ns": 31.86,
  "fp-utilization_pct": 50.3,
  "layout-drive-gt1-share_pct": 28.1,
  "dr.max_layer_used": "met5",
  "crit_chain": "clkdlybuf4s50_1, nor2b_1, nor2b_1, nand3_1, buf_4, nor2_4, buf_4",
  "critPathMaxFanout": 32,
  "critPathSlowestCell": "nor2b_1",
  "hold_class": "register to register",
  "drt_iter0_markers": 2711,
  "cp.arrival_ns": 9.29,
  "avgSynthCellArea_um2": 23.1,
  "clockPowerShare_pct": 29.9,
  "area_delta_synth_final_pct": 13.8,
  "drt-vias-per-instance": 6.08,
  "p_sw_share_pct": 32.5,
  "route.final.wire_length_um": 207000,
  "tns_ns": 0,
  "die_h_um": 404,
  "drt-pass1-iter-count": 6,
  "dpl-instance-area_um2": 84800
}
## flip-flops by register name (all words and copies together), names as in the netlist, 6 cells and up
| signal | flops |
|---|---|
| mem | 2048 |
| rbin | 6 |
| rdata | 32 |
| rptr | 7 |
| sync_r2w.genblk1.u_NDFF_syn.A1 | 7 |
| sync_r2w.genblk1.u_NDFF_syn.A2 | 7 |
| sync_w2r.genblk1.u_NDFF_syn.A1 | 7 |
| sync_w2r.genblk1.u_NDFF_syn.A2 | 7 |
| wbin | 6 |
| wptr | 7 |
## final timing paths
path,endpoint,depth (start not counted)
min in group asynchronous,sync_r2w.genblk1[1].u_NDFF_syn.A1,2
max in group asynchronous,rbin[2],2
worst min register to register,sync_r2w.genblk1[6].u_NDFF_syn.A1,0
worst max register to register,rdata[31],8
worst max-delay path,mem[22][25],7
max in group clk0,rempty,8
min in group clk0,sync_w2r.genblk1[2].u_NDFF_syn.A2,0
worst min-delay path,sync_r2w.genblk1[6].u_NDFF_syn.A1,0
## final cells by class
| type | count | area [um^2] |
|---|---|---|
| antenna | 16 | 40.0 |
| clock buffer | 248 | 5440 |
| clock inverter | 142 | 1530 |
| fill | 11289 | 68600 |
| inverter | 7 | 26.3 |
| multi-input combinational | 1155 | 16700 |
| sequential | 2136 | 63600 |
| tap | 2160 | 2700 |
| timing repair buffer | 243 | 1870 |
## power by group through the flow
stage / clock network [mW] / registers (mW) / logic [mW]
final: 2.52 / 3.38 / 2.53
after global routing: 2.67 / 3.40 / 2.70
after CTS: 2.56 / 3.38 / 2.54
## worst reg2reg max path, cell delays in order, from the launching register on
cell and delay, ns:
dfrtp_4 0.80, buf_4 0.68, buf_4 0.70, buf_4 0.63, buf_4 0.60, mux4_2 0.58
a22oi_1 0.48, a32o_1 0.41, a21oi_1 0.24
## layer usage
metal / up-vias / track usage (%)
met5: - / 5.20
met4: 22 / 4.83
met3: 262 / 26.8
met2: 2391 / 39.8
met1: 19016 / 39.4
li1: 15454 / -
## Yosys cell counts (2+ instances only)
| library cell | count |
|---|---|
| edfxtp_1 | 2048 |
| mux4_2 | 510 |
| mux2i_1 | 123 |
| a22oi_1 | 106 |
| clkbuf_1 | 91 |
| a21oi_1 | 82 |
| nor2_1 | 80 |
| buf_2 | 64 |
| dfrtp_1 | 55 |
| nand2_1 | 39 |
| dfxtp_1 | 32 |
| a22o_1 | 29 |
| nand3_1 | 26 |
| a221oi_1 | 24 |
| a32o_1 | 22 |
| buf_1 | 20 |
| xnor2_1 | 20 |
| buf_4 | 18 |
| nor2b_1 | 15 |
| xor2_1 | 13 |
| o21ai_0 | 11 |
| nand4_1 | 10 |
| buf_6 | 7 |
| o211ai_1 | 7 |
| xnor3_1 | 7 |
| inv_1 | 6 |
| and2_1 | 4 |
| ha_1 | 4 |
| a21o_1 | 3 |
| a221o_1 | 2 |
| a32oi_1 | 2 |
| and4_1 | 2 |
| nand2b_1 | 2 |
| nor3_1 | 2 |
| or3b_2 | 2 |
## through the flow
step | instances | power, mW | hold slack, ns
6_report | 6107 | 8.43 | 0.108
5_1_grt | 6106 | 8.77 | 0.117
4_1_cts | 6091 | 8.49 | 0.0656
3_5_place_dp | 5695 | 5.96 | 0.335
3_3_place_gp | 5695 | 5.95 | 0.335
2_1_floorplan | 3498 | 4.86 | 0.331
## logic make-up after synthesis
| group | Yosys count | synth area share [%] |
|---|---|---|
| and+or+nand+nor | 188 | 1.07 |
| adders and majority gates | 4 | 0.0620 |
| DFF | 2136 | 78.8 |
| buffers and inverters | 207 | 1.21 |
| xor gates and xnor gates | 40 | 0.554 |
| muxes | 633 | 15.8 |
| AOI/OAI and AO/OA | 290 | 2.57 |
## layout by cell type, fill, tap and decap left out, types with 4 or more instances in the layout
cell type,Yosys,final
a21oi_1,82,82
edfxtp_1,2048,2048
o21ai_0,11,11
o211ai_1,7,7
nor2_1,80,15
clkinv_8,0,6
nand4_1,10,10
xnor3_1,7,7
clkdlybuf4s50_1,0,36
a32o_1,22,22
clkinv_2,0,44
bufinv_16,0,25
mux4_2,510,510
xnor2_1,20,20
a221oi_1,24,24
ha_1,4,4
dfxtp_1,32,32
a22oi_1,106,106
clkinv_4,0,6
clkbuf_16,0,211
clkbuf_1,91,35
nand2_1,39,39
xor2_1,13,13
clkinvlp_4,0,8
nand3_1,26,26
nor2b_1,15,13
clkinv_1,1,43
buf_2,64,33
mux2i_1,123,123
dlygate4sd3_1,0,6
diode_2,0,16
inv_1,6,6
nor2_4,0,63
a22o_1,29,29
buf_4,18,166
dfrtp_1,55,50
## timing repair
| item | CTS | global route |
|---|---|---|
| endpoints found under the hold margin | 6 | 0 |
| hold buffers | 6 | 0 |
| setup endpoints to repair | 0 | 0 |
| gates resized | 0 | 0 |
Power figures rest on the tool's default switching activity, not on a simulated workload.
