**design/flow/run.sh**
```bash
#!/bin/bash
# OpenROAD 26Q1-2900-gdf79404cd8, Yosys 0.63+post, stock flow scripts
make -C /OpenROAD-flow-scripts/flow DESIGN_CONFIG=/design/flow/config.mk WORK_HOME=/design/flow/orfs finish
```
**design/flow/config.mk**
```make
export PLATFORM = sky130hd
export DESIGN_NAME = Handshake_syn
export DESIGN_NICKNAME = Handshake_syn
export VERILOG_FILES = /design/flow/design.v
export SDC_FILE = /design/flow/constraint.sdc
export NUM_CORES = 4
export LEC_CHECK = 1
export CORE_UTILIZATION = 30
```
**design/flow/constraint.sdc**
```tcl
current_design Handshake_syn

set clk_period 3.1
set clk_io_pct 0.2

create_clock -name clk0 -period $clk_period [get_ports {dclk}]
create_clock -name clk1 -period $clk_period [get_ports {sclk}]

set non_clock_inputs [all_inputs -no_clocks]
set_input_delay [expr $clk_period * $clk_io_pct] -clock clk0 $non_clock_inputs
set_output_delay [expr $clk_period * $clk_io_pct] -clock clk0 [all_outputs]
```
**design/flow/design.v**
```verilog
module Handshake_syn #(parameter WIDTH=32) (
    sclk,
    dclk,
    rst_n,
    sready,  
    din,
    dbusy,   
    sidle,   
    dvalid,
    dout
);
input sclk, dclk;
input rst_n;
input sready;
input [WIDTH-1:0] din;
input dbusy;
output reg sidle;
output reg dvalid;
output reg [WIDTH-1:0] dout;
reg sreq;
wire dreq;
reg dack;
wire sack;
reg [WIDTH-1:0] data;
reg [1:0] dstate, n_dstate;  
reg [1:0] sstate, n_sstate;  
localparam D_IDLE = 0, D_ACK = 1, D_WAIT_NEXT = 2;
localparam S_IDLE = 0, S_WAIT_ACK1 = 1, S_WAIT_ACK0 = 2;
NDFF_syn S2D (sreq, dreq, dclk, rst_n);
NDFF_syn D2S (dack, sack, sclk, rst_n);
always @(posedge sclk or negedge rst_n) begin
    if (!rst_n) data <= 0;
    else        data <= (sready == 1 && sstate == S_IDLE) ? din : data;              
end
always @(*) begin
    case (sstate)
        S_IDLE:      n_sstate = (sready == 1)   ? S_WAIT_ACK1   : S_IDLE;
        S_WAIT_ACK1: n_sstate = (sack == 1)     ? S_WAIT_ACK0   : S_WAIT_ACK1;   
        S_WAIT_ACK0: n_sstate = (sack == 0)     ? S_IDLE        : S_WAIT_ACK0;   
        default:     n_sstate = S_IDLE;
    endcase
end
always @(posedge sclk or negedge rst_n) begin
    if (!rst_n)     sstate <= S_IDLE;
    else            sstate <= n_sstate;
end
always @(posedge sclk or negedge rst_n) begin
    if (!rst_n)     sreq <= 0;
    else begin
        case (n_sstate)
            S_IDLE,
            S_WAIT_ACK0:    sreq <= 0;  
            S_WAIT_ACK1:    sreq <= 1;  
        endcase        
    end
end
always @(*) begin
    sidle = (sstate == S_IDLE);      
end
always @(*) begin
    case (dstate)
        D_IDLE:     n_dstate = (dreq == 1 && dbusy == 0) ? D_WAIT_NEXT : D_IDLE;
        D_WAIT_NEXT:n_dstate = (dreq == 0) ? D_IDLE : D_WAIT_NEXT;               
        default:    n_dstate = D_IDLE;
    endcase
end
always @(posedge dclk or negedge rst_n) begin
    if (!rst_n)     dstate <= D_IDLE;
    else            dstate <= n_dstate;
end
always @(posedge dclk or negedge rst_n) begin
    if (!rst_n)     dack <= 0;
    else            dack <= (n_dstate == D_IDLE) ? 0 : 1;    
end
always @(posedge dclk or negedge rst_n) begin
    if (!rst_n) begin
        dvalid  <= 0;
        dout    <= 0;
    end  
    else begin
        if (dstate == D_IDLE && (dreq == 1 && dbusy == 0)) begin
            dvalid  <= 1;
            dout    <= data;
        end else begin
            dvalid  <= 0;
            dout    <= dout;
        end
    end
end
endmodule
module NDFF_syn(D, Q, clk, rst_n);
input D;
input clk;
input rst_n;  
output Q;
reg A1,A2;
assign Q = A2;
always @(posedge clk or negedge rst_n) begin
    if(!rst_n) begin
        A1 <= 0;
        A2 <= 0;
    end else begin
        A1 <= D;
        A2 <= A1;  
    end
end
endmodule
```
==> flow_summary.toml <==
# implementation run metrics
[synthesis]
yosys.area.top_type = "dfrtp_1"
synth_area_um2 = 2870
ff_type = "dfrtp_1"
synth-seq-cells = 75
edf_count = 0
ys_seq_share_pct = 65.6
synth_cell_types = 17
syn_inst = 162
synth_top_area_share_pct = 63.8
synth.yosys.warnings = 2
yosys_cells = 162
synth_chip_area_um2 = 2870
synthArstFlopShare_pct = 100
synth.area.top_cells = "dfrtp_1, mux2_4, mux2_2"
avgSynthCellArea_um2 = 17.7

[cells_and_area]
final-seq-area_um2 = 1880
logic_area_um2 = 922
final_area_um2 = 3910
lay_top_count = "dfrtp_1"
drive_gt1_share_pct = 35.8
final_layout_top_logic_cells = "dfrtp_1, clkdlybuf4s50_1, mux2_2, mux2_4, clkbuf_8"
nFillCells = 827
area_growth_pct = 36.3
final-instance-count-excl-fill = 372

[clock_tree]
cts_resized = 0
cts_setup_buffers = 0
cts_hold_buf = 0
numClockSinks = 75
path_clk_slew_ns = 0.08
cts_tree = "done"

[worst_setup_path]
timing.rr.end = "dout[6]"
r2r_start = "dstate[0]"
r2r_setup_slack_ns = 1.41
end_kind = "flop"
critPathKind = "input port to flop"
cp_data_required_time_ns = 3.27
r2r_cells = 2
worstPathArrival_ns = 2.15
worstPathMaxFanout = 33
startpoint_type = "input port"
cp-startpoint = "dbusy"
endpoint = "dout[6]"

[worst_hold_path]
min_path_type = "input port to async pin"

[place]
port_buffers = 69
hpwl_um = 3110
placedCellCount = 356
gp_congestion = 0.744
placed_area_um2 = 3680

[routing]
initialDrtViolationCount = 19
via_per_inst = 4.06
drc = 0
wl_per_cell_um = 12.7
n_antenna_cell = 0
antenna_left = 0
vias = 1511
first_pass_iters = 2
wl_um = 4720

[global_routing]
grt_usage_pct = 10.4
first_global_vias = 1527
gr-total-overflow = 0
antenna_found_initial = 0
grt_first_pass_wirelength_um = 7720
grt_max_degree = 42

[job]
max_cap_violations = 0
warnings = 26

[power_and_ir_drop]
power_leakage_nw = 1.78
vdd_drop_max_mv = 0.361
total_power_mw = 3.65
p_per_area_nw_per_um2 = 934

[die]
chip_area_um2 = 9950
ios = 71
core_um2 = 9240
die_x_um = 99.7
num_rows = 35
fp.dieH_um = 99.7
fp_util_pct = 31.0

[final_timing]
whs_ns = 0.304
setup_violations = 0
fin_skew_ns = 0.00973
relSlewSlack_pct = 44.8
hold_viol_final = 0
rsz0062_at_grt = "no"
maxSlewViolCount = 0
fin_tns_setup_ns = 0
worst_slew_pin_slew_ns = 0.825

[status]
status = "completed"
## worst max-delay path, stage by stage
cell and delay (ns):
clkdlybuf4s50_1 0.44, nand3b_4 0.57, mux2_4 0.49
## final cells by class
type / instances / share of cell area (%)
sequential: 75 / 48.1
multi-input combinational: 77 / 23.6
timing repair buffer: 71 / 18.0
tap: 129 / 4.13
clock buffer: 12 / 3.97
clock inverter: 4 / 1.79
inverter: 4 / 0.384
## how the worst min path moves through the flow
| stage | startpoint | to | slack, ns | cells after the start |
|---|---|---|---|---|
| CTS | rst_n | sstate[1] | 0.31 | 1 |
| global route | rst_n | dout[23] | 0.33 | 1 |
| finish | rst_n | sstate[2] | 0.30 | 1 |
## synthesized netlist by cell type, drive strengths merged, types with 2 or more instances
cell and count:
buf 6, dfrtp 73, dfstp 2, inv 4, mux2 64, nand2 2, o21a 2, o21ai 2
o22ai 2
## routing by layer
metal | track usage, % | wire [um] | up-vias
met5 | 0 | 0 | -
met4 | 1.92 | 57 | 0
met3 | 3.93 | 357 | 5
met2 | 14.5 | 2030 | 50
met1 | 16.1 | 2280 | 732
li1 | - | - | 724
## stage by stage
step / worst slack (ns) / util [%]
floorplan: 1.70 / -
global placement: 0.812 / 39.8
detailed placement: 0.790 / 39.8
CTS: 1.10 / 42.3
global route: 1.03 / 42.3
finish: 1.11 / 42.3
## sequential cells by signal, summed over array words and instances (netlist names)
register / count
S2D.A2: 1
sreq: 1
dstate: 2
dout: 32
S2D.A1: 1
data: 32
D2S.A1: 1
D2S.A2: 1
sstate: 3
dvalid: 1
## power breakdown
group | leakage, nW | total [mW] | switching (mW) | internal (mW)
Clock | 0.116 | 0.842 | 0.343 | 0.499
Combinational | 0.757 | 1.09 | 0.203 | 0.892
Sequential | 0.908 | 1.71 | 0.259 | 1.45
Total | 1.78 | 3.65 | 0.805 | 2.84
## logic make-up after synthesis
logic type | after synthesis | share of synthesized area (%)
multiplexers | 64 | 29.0
buffers and inverters | 10 | 2.23
flip-flops | 75 | 65.6
AND/OR/NAND/NOR | 5 | 1.40
AND-OR/OR-AND | 8 | 1.83
Power is estimated from default activity; no workload was simulated.
